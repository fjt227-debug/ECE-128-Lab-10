`config.mk`:
```
export PLATFORM = sky130hd
export DESIGN_NAME = RF
export DESIGN_NICKNAME = RF
export VERILOG_FILES = /design/flow/design.v
export SDC_FILE = /design/flow/constraint.sdc
export NUM_CORES = 4
export LEC_CHECK = 1
export CORE_AREA = 10 10 70 70
export DIE_AREA = 0 0 80 80
```
`constraint.sdc`:
```
current_design RF

set clk_period 1.2
set clk_io_pct 0.2

create_clock -name clk0 -period $clk_period [get_ports {clk}]

set non_clock_inputs [all_inputs -no_clocks]
set_input_delay [expr $clk_period * $clk_io_pct] -clock clk0 $non_clock_inputs
set_output_delay [expr $clk_period * $clk_io_pct] -clock clk0 [all_outputs]
```
`design.v`:
```
module RF(A, B, SA, SB, D, DA, W, rst, clk);
	output [3:0]A;  
	output [3:0]B;  
	input SA;  
	input SB;  
	input [3:0]D;  
	input DA;  
	input W;  
	input rst;  
	input clk;
	wire [1:0]load_enable;
	wire [3:0]R00, R01;
	Decoder1to2 decoder (load_enable, DA, W);
	RegisterNbit reg00 (D,R00,load_enable[0], rst, clk);  
	RegisterNbit reg01 (D,R01,load_enable[1], rst, clk);
	Mux2to1Nbit muxA (A,R00, R01, SA);
	Mux2to1Nbit muxB (B,R00, R01,SB); 
endmodule
module RegisterNbit(D, Q,  L, R, clock);
	parameter N = 4;  
	output reg [N-1:0]Q;  
	input [N-1:0]D;  
	input L;  
	input R;  
	input clock;  
	always @(posedge clock or posedge R) begin
		if(R)
			Q <= 0;
		else if(L)
			Q <= D;
		else
			Q <= Q;
	end
endmodule
module Decoder1to2(m, S, en);
	input S;  
	input en;  
	output [1:0]m;  
	assign m[0] = ~S&en;
	assign m[1] = S&en;
endmodule
module Mux2to1Nbit(o, i1,i2, s);
   input [3:0] i1,i2;
   input  s;
   output reg  [3:0] o;
always @(s or i1 or i2)
begin
   case (s)
      1'b0 : o = i1;
      1'b1 : o = i2;
      default : o = 4'b0;
   endcase
end
endmodule
```
`run.sh`:
```
#!/bin/bash
# OpenROAD 26Q1-2900-gdf79404cd8, Yosys 0.63+post, stock flow scripts
make -C /OpenROAD-flow-scripts/flow DESIGN_CONFIG=/design/flow/config.mk WORK_HOME=/design/flow/orfs finish
```
==> flow_metrics.env <==
# flow metrics
export IMPL_required_time_of_the_critical_path_ps=960
export IMPL_p_int_uw=682
export IMPL_p_leak_nw=0.369
export IMPL_cp_arrival_ps=1120
export IMPL_grt_start_max_net_pins=9
export IMPL_port_buffers=17
export IMPL_via_per_inst=3.14
export IMPL_seq_power_share_pct=38.4
export IMPL_synthDistinctLibCells=6
export IMPL_power_total_uw=878
export IMPL_core_area_um2=3420
export IMPL_power_density_nw_per_um2=1130
export IMPL_critical_path_top_cell_by_count="buf_6"
export IMPL_ys_flops=8
export IMPL_dieArea_um2=6400
export IMPL_design_area_um2=778
export IMPL_maxSlewViolCount=0
export IMPL_cp_cell_sequence="buf_6 -> mux2_4 -> buf_6"
export IMPL_sw_frac_of_total_pct=22.4
export IMPL_ff_type="dfrtp_1"
export IMPL_rd_place_congestion=0.730
export IMPL_cts_root_buffer="clkbuf_4"
export IMPL_via_count_of_the_first_global_routing_pass=390
export IMPL_clock_sinks=8
export IMPL_cp_depth=3
export IMPL_finalWorstSetupSlack_ps=-164
export IMPL_slowest_delay_ps=380
export IMPL_first_pass_iters=4
export IMPL_netlist_top_cells_area="dfrtp_1 (48%), mux2_2 (32%), mux2_4 (14%)"
export IMPL_rel_slew_slack_pct=79.6
export IMPL_critical_path_buf_inv_count=2
export IMPL_detail_route_iter0_violations=10
export IMPL_failing_checks="negative setup slack"
export IMPL_cts_max_path_buffers=2
export IMPL_syn_area_um2=419
export IMPL_setup_worst_path_start="reg00.Q[0]$_DFFE_PP0P_"
export IMPL_final_hold_viol_count=0
export IMPL_end_kind="output port"
export IMPL_ys_cells=27
export IMPL_stdcell_count=105
export IMPL_yosys_area_top_type_share_pct=47.8
export IMPL_status="finished, violations left"
export IMPL_min_period_over_period_pct=114
export IMPL_final_setup_viol_count=8
export IMPL_pwr_share_clk_pct=22.8
export IMPL_track_usage_pct=4.12
export IMPL_seq_cell_area_um2=200
export IMPL_die_size_y_um=80
export IMPL_vias_after_detailed_routing=330
export IMPL_route_antenna_remaining_nets=0
export IMPL_hold_path_class="in -> async"
export IMPL_floorplan_rows=21
export IMPL_pwr_share_comb_pct=38.8
export IMPL_power_ir_vdd_worst_v=0.000408
export IMPL_r2r_start="reg01.Q[0]$_DFFE_PP0P_"
export IMPL_top_cell="mux2_2"
export IMPL_fmaxAchievable_mhz=733
export IMPL_worst_r2r_cell_count=3
export IMPL_edf_count=0
export IMPL_cts_htree_levels=1
export IMPL_grt_first_pass_wirelength_um=2010
export IMPL_worstSkewPairLatency_ps=250
export IMPL_ctsHoldBuffers=0
export IMPL_cts_tree="built"
export IMPL_worstSetupPathType="reg -> out"
export IMPL_dpl_cell_area_um2=669
export IMPL_post_route_drc_count=0
export IMPL_warning_count=27
export IMPL_post_place_cells=93
export IMPL_postSynth_asyncResetShare_pct=100
export IMPL_path_delay_family="flip-flops"
export IMPL_flow_area_growth_from_synthesis_pct=85.7
export IMPL_final_fill_count=373
export IMPL_maxCapViolCount=0
export IMPL_syn_inst=27
export IMPL_yosys_top_cells_count="mux2_2 (12), dfrtp_1 (8), mux2_4 (4)"
export IMPL_fin_hold_ws_ps=247
export IMPL_routed_wl_um=1210
export IMPL_final_comb_area_um2=238
export IMPL_synthesized_area_divided_by_synthesized_cell_count_um2=15.5
export IMPL_clock_skew_final_ps=0
export IMPL_tightest_slew_ps=305
export IMPL_die_width_um=80
export IMPL_grt_ovfl_total=0
export IMPL_startpoint_type="register"
export IMPL_synth_warnings=2
export IMPL_rsz0062_at_grt="yes"
export IMPL_total_switching_power_uw=197
export IMPL_rrSetupSlack_ps=220
export IMPL_fp_util_pct=12.3
export IMPL_critical_path_slowest_cell="dfrtp_1"
export IMPL_drive_above_1_share_pct=72.9
export IMPL_tritoncts_num_buffers=3
export IMPL_routedWlPerCell_um=11.5
export IMPL_finalCoreUtilization_pct=22.8
export IMPL_netlist_top_cell_by_area="dfrtp_1"
export IMPL_top_level_ports=18
export IMPL_path_max_fanout=2
export IMPL_synth_area_yosys_um2=419
export IMPL_fin_crit_ps=1360
export IMPL_clk_pin_slew_ps=50
export IMPL_yosys_stat_seqShare_pct=47.8
export IMPL_grt_antenna_before_repair=0
export IMPL_diodes=0
[power groups by stage]
| stage | logic, mW | clock network [mW] | registers (mW) |
|---|---|---|---|
| finish | 0.341 | 0.201 | 0.337 |
| CTS | 0.326 | 0.207 | 0.335 |
| global route | 0.372 | 0.230 | 0.342 |
[layout by cell type, fill, tap and decap left out]
master	count
clkbuf_4	3
buf_4	8
inv_1	1
buf_6	7
mux2_4	10
nor2b_4	1
mux2_2	6
clkdlybuf4s15_2	2
buf_2	5
clkdlybuf4s50_1	7
nand2_2	1
dfrtp_1	8
[worst reg2reg max path: stages (launching register included)]
cell and delay, ps:
dfrtp_1 370, buf_4 130, buf_4 120, mux2_4 240
[registers in the layout (all words and copies together) (netlist names)]
name / cells
reg00.Q: 4
reg01.Q: 4
[area by class of cell]
type	count	area share, %
Timing Repair Buffer	29	33.0
Multi-Input combinational cell	18	30.5
Sequential cell	8	25.7
Tap cell	46	7.40
Clock buffer	3	2.89
Inverter	1	0.482
[final timing paths]
path | end
max reg2reg | reg01.Q[0]$_DFFE_PP0P_
min reg2reg | reg01.Q[3]$_DFFE_PP0P_
min | reg01.Q[2]$_DFFE_PP0P_
max | A[0]
min in group clk0 | reg01.Q[3]$_DFFE_PP0P_
max in group asynchronous | reg00.Q[1]$_DFFE_PP0P_
[per-stage QoR]
| step | setup TNS [ps] | worst slack (ps) |
|---|---|---|
| after global placement | -6760 | -672 |
| after global routing | -1270 | -225 |
| after detailed placement | -6850 | -675 |
| final | -870 | -164 |
| after floorplan | 0 | 354 |
| after CTS | -930 | -173 |
[cells by family (layout without fill, tap and decap cells)]
group / Yosys count / in the layout / share of synthesized area [%]
muxes: 16 / 16 / 46.6
and+or+nand+nor: 2 / 2 / 4.78
buffers and inverters: 1 / 33 / 0.895
DFF: 8 / 8 / 47.8
[what timing repair did]
action,CTS,global route
gates resized,39,4
setup buffers,9,0
setup endpoints to repair,8,8
[metal layers]
| layer | wire, um | GRT usage [%] | vias to the layer above |
|---|---|---|---|
| li1 | - | - | 162 |
| met1 | 490 | 4.73 | 154 |
| met2 | 572 | 6.42 | 12 |
| met3 | 143 | 2.95 | 2 |
| met4 | 4 | 0.176 | 0 |
| met5 | 0 | 0 | - |
