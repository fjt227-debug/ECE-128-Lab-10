==> /design/flow/design.v <==
`timescale 1ns / 1ps
module CombinationalMult(a,b,product);
input [3:0] a,b; 
output [7:0] product;
wire [3:0] m0;
wire [4:0] m1;
wire [5:0] m2;
wire [6:0] m3;
wire [7:0] s1,s2,s3;
assign m0= a &{4{b[0]}};     
assign m1 = {(a&{4{b[1]}}), 1'b0};
assign m2={(a&{4{b[2]}}), 2'b0};
assign m3={(a&{4{b[3]}}), 3'b0};
assign s1= {4'b0000, m0} + {3'b000, m1};
assign s2= s1 + {2'b00, m2};
assign s3 = s2 + {1'b0, m3}; 
assign product = s3;
endmodule
==> /design/flow/run.sh <==
#!/bin/bash
# OpenROAD 26Q1-2900-gdf79404cd8, Yosys 0.63+post, stock flow scripts
make -C /OpenROAD-flow-scripts/flow DESIGN_CONFIG=/design/flow/config.mk WORK_HOME=/design/flow/orfs finish
==> /design/flow/config.mk <==
export PLATFORM = sky130hd
export DESIGN_NAME = CombinationalMult
export DESIGN_NICKNAME = CombinationalMult
export VERILOG_FILES = /design/flow/design.v
export SDC_FILE = /design/flow/constraint.sdc
export NUM_CORES = 4
export LEC_CHECK = 1
export CORE_AREA = 10 10 70 70
export DIE_AREA = 0 0 80 80
==> /design/flow/constraint.sdc <==
current_design CombinationalMult

set clk_period 2.7
set clk_io_pct 0.2

create_clock -name clk0 -period $clk_period

set non_clock_inputs [all_inputs -no_clocks]
set_input_delay [expr $clk_period * $clk_io_pct] -clock clk0 $non_clock_inputs
set_output_delay [expr $clk_period * $clk_io_pct] -clock clk0 [all_outputs]
==> Slide: Implementation Results <==
Key Metrics from the Run

Run status
  • Status: complete, but fails checks
  • Violated checks: negative setup slack

Worst setup path
  • Startpoint types: primary input
  • Critical path class: in2out
  • Slowest CP cell: fa_1
  • Critical path endpoint category: output port
  • Crit path top cell by count: fa_1
  • Arr. time, crit path: 2.92 ns
  • CP required: 2.16 ns
  • CP peak stage delay: 0.53 ns
  • Crit Path Max Fanout: 2
  • Crit-path cells: buf_6, and2_4, fa_1, inv_1, fa_1, inv_2, ha_4, fa_2, a21o_1, a21oi_2, xnor2_1, buf_2

Global routing
  • Grt ovf: 0
  • Global Route Usage Sum: 3.299%
  • First-pass GRT wire length: 1752 um
  • Largest net degree at the start of global routing: 5
  • Antenna violations before repair: 0
  • Vias in the first global route: 369

Synthesis
  • Syn avg cell area: 9.175 sq um
  • Unique masters post-synth: 10
  • Sequential-to-total area share from yosys stat: 0%
  • Mapped Cells: 42
  • Yosys chip area: 385.4 sq um
  • Mapped Area: 385.4 sq um
  • YS warnings: 0
  • Cells in synth_stat.txt: 42

Drt
  • WL per Instance: 8.779 um
  • Vias per cell: 3.195
  • Starting DRT DRC Count: 3
  • Drt total wl: 992 um
  • Residual DRC: 0
  • Ant diodes: 0
  • ANT nets after route: 0
  • DR vias: 361
  • DR pass1 iterations: 2

Layout
  • Flip-flops: 0
  • Share of layout cells above drive strength 1: 47.76%
  • Clock Buffer Count: 0
  • Sequential cell area: 0 sq um
  • Final core utilization: 20.04%
  • Area Overhead vs Synth: 77.60%
  • Fillers: 385

STA
  • Worst Max-Slew Pin Slew: 0.1269 ns
  • Final setup TNS: -2.557 ns
  • Hold Fails Final Rpt: 0
  • Final WS setup: -0.7616 ns
  • Final slew viol count: 0
  • Final setup fails: 5
  • Final period util: 128.2%
  • Slew headroom: 91.48%
  • Max Freq: 288.9 MHz
  • RSZ-0062 raised after global routing: true
  • Period minus WS final: 3.462 ns

Run
  • Max capacitance violation total: 0
  • Stage-log warning count: 35

Pwr
  • PD cells: 198.2 mW/mm^2
  • Cell leakage power: 0.0003653 uW
  • Power, Total: 135.6 uW
  • Peak supply drop: 0.04882 mV

Die
  • Fp util: 11.28%
  • Core area: 0.003416 sq mm
  • Cell row count: 21
  • Die Size: 0.006400 sq mm
  • Die height: 80 um
  • I/O pin cnt: 16
  • Die width: 80 um

Worst hold path
  • Worst hold path class: in2out

Placed design
  • Dpl ws: -1.570 ns
  • # port buffers: 16
  • DP Wirelength: 856.6 um
  • Routability cong.: 0.8337
[stage by stage]
| step | area [sq um] | hold WS [ns] | instances |
|---|---|---|---|
| final | 684.4 | 1.629 | 113 |
| after global routing | 684.4 | 1.701 | 113 |
| after CTS | 675.6 | 1.662 | 112 |
| after floorplan | 396.6 | 1.152 | 42 |
| after global placement | 659.4 | 2.101 | 110 |
| after detailed placement | 659.4 | 2.100 | 110 |
[synth_stat cells, drive strengths merged]
cell type | count | share of area (%)
a21o | 2 | 3.9
a21oi | 2 | 3.6
and2 | 12 | 19
fa | 5 | 26
ha | 10 | 32
inv | 4 | 3.9
nand2 | 4 | 3.9
xnor2 | 2 | 4.5
xor2 | 1 | 2.3
[worst paths after layout]
path	startpoint	endpoint	slack, ns	cells after the start
worst max-delay path	b[1]	product[7]	-0.76	12
worst min-delay path	a[1]	product[2]	1.63	5
[critical path, delay by kind of cell]
| family | cells | cell delay, ns |
|---|---|---|
| buffers and inverters | 4 | 0.30 |
| adder cells (fa/ha/maj) | 4 | 1.52 |
| AND/OR/NAND/NOR | 1 | 0.15 |
| XOR/XNOR | 1 | 0.12 |
| AND-OR/OR-AND | 2 | 0.30 |
[final cells by class]
type | instances | area [sq um] | share of cell area (%)
tap | 46 | 57.56 | 8.410
multi-input combinational | 38 | 414.1 | 60.51
timing repair buffer | 25 | 197.7 | 28.88
inverter | 4 | 15.01 | 2.194
[cell families (layout without fill, tap and decap cells)]
kind of cell	Yosys count	count (layout)	share of synthesized area [%]
buffers and inverters	4	29	3.895
adders and majority gates	15	15	58.44
AOI/OAI and AO/OA	4	4	7.466
xor gates and xnor gates	3	3	6.819
and+or+nand+nor	16	16	23.37
[per-layer routing]
metal | wire length (um) | share of wire, % | up-vias | GRT usage (%)
met5 | 0 | 0 | - | 0
met4 | 0 | 0 | 0 | 0
met3 | 106 | 11 | 0 | 0.9091
met2 | 305 | 31 | 14 | 4.173
met1 | 581 | 59 | 161 | 5.503
li1 | - | - | 186 | -
[report_power, final]
part | leakage [uW] | internal (uW) | switching [uW]
Clock | 0 | 0 | 0
Sequential | 0 | 0 | 0
Combinational | 0.000365 | 83.3 | 52.4
Total | 0.000365 | 83.3 | 52.4
[timing repair]
action | in CTS | in global routing
endpoints found under the setup margin | 6 | 6
hold buffers | 0 | 0
pin swaps | 12 | 7
resized | 53 | 4
setup buffers | 2 | 1
[layout by cell type, fill, tap and decap left out, types with 2 or more instances in the layout]
cell type and instances:
a21o_1 2, a21oi_2 2, and2_1 9, and2_4 3, buf_2 7, buf_4 8
buf_6 5, clkdlybuf4s50_1 2, fa_1 3, fa_2 2, ha_1 8, ha_4 2
inv_1 3, nand2_1 3, xnor2_1 2
Power figures rest on the tool's default switching activity, not on a simulated workload.
