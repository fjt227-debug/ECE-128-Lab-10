## run.sh

```bash
#!/bin/bash
# OpenROAD 26Q1-2900-gdf79404cd8, Yosys 0.63+post, stock flow scripts
make -C /OpenROAD-flow-scripts/flow DESIGN_CONFIG=/design/flow/config.mk WORK_HOME=/design/flow/orfs finish
```

## design.v

```verilog
`timescale 1ns / 1ps
module RAM(i_clk, i_rst, i_write_en, i_addr, i_write_data, o_read_data);
    parameter DATA_W =8;
    parameter SIZE = 8;
    parameter ADDR_W =3;
    input wire i_clk, i_rst, i_write_en;
    input wire [ADDR_W-1:0] i_addr;
    input wire [DATA_W-1:0] i_write_data;
    output reg [DATA_W-1:0] o_read_data;
    reg [DATA_W-1:0] mem[0:SIZE-1];
    integer i;
    always @ (posedge i_clk) begin
        if(i_rst) begin
            for(i=0; i<SIZE; i=i+1)
                mem[i] <= {DATA_W{1'b0}};
             o_read_data <= {DATA_W{1'b0}};
         end else begin
            if(i_write_en)
                mem[i_addr] <= i_write_data;
             o_read_data <= mem[i_addr];
         end
     end
endmodule
```

## constraint.sdc

```tcl
current_design RAM

set clk_period 3.1
set clk_io_pct 0.2

create_clock -name clk0 -period $clk_period [get_ports {i_clk}]

set non_clock_inputs [all_inputs -no_clocks]
set_input_delay [expr $clk_period * $clk_io_pct] -clock clk0 $non_clock_inputs
set_output_delay [expr $clk_period * $clk_io_pct] -clock clk0 [all_outputs]
```

## config.mk

```make
export PLATFORM = sky130hd
export DESIGN_NAME = RAM
export DESIGN_NICKNAME = RAM
export VERILOG_FILES = /design/flow/design.v
export SDC_FILE = /design/flow/constraint.sdc
export NUM_CORES = 4
export LEC_CHECK = 1
export CORE_UTILIZATION = 40
```

==> impl_metrics.yaml <==
# synthesis and place-and-route metrics
power:
  cellLeakagePower_nw: 1.38
  internal_power_mw: 1.66
  p_comb_share_pct: 8.3
  p_switching_uw: 434
  power_density_nw_per_um2: 559
  p_clk_share_pct: 37.4
  power_frac_seq_pct: 54.2
  peakVddDrop_v: 0.000195
  switching_share_pct: 20.7
floorplan:
  core-area_um2: 7730
  dieArea_um2: 8340
  rows: 32
  fp.dieH_um: 91.3
  io_pins: 22
  fp_util_pct: 41.3
  die_x_um: 91.3
final_timing:
  fin_worst_skew_ns: 0.0108
  whs_ns: 0.713
  rsz0062_at_grt: "no"
  finalHoldViolations: 0
  tightestPinTransition_ns: 0.484
  final-max-slew-violation-count: 0
  setup_viol: 0
  fmax_mhz: 472
  maxSlewHeadroom_pct: 67.7
  tns_ns: 0
  layout_min_cycle_time_ns: 2.12
  min_period_over_period_pct: 68.3
global_routing:
  grt_antenna_before_repair: 0
  grt_pass1_vias: 1743
  grtUsageTotal_pct: 17.7
  grt_pass1_wl_mm: 9.92
  overflow: 0
  grt_max_degree: 17
detailed_routing:
  vias: 1773
  drc: 0
  dr.first_iter.drc_count: 73
  avgViaCountPerCell: 4.90
  n_antenna_cell: 0
  dr.pass1.iters: 4
  ant_nets: 0
  wl_mm: 6.42
  routedWlPerCell_um: 17.7
yosys:
  ys_ff: 72
  yosysChipArea_um2: 3190
  synth_cell_types: 20
  postSynthSeqShare_pct: 65.3
  ys_top_cells_by_area: "edfxtp_1, and2_1, mux2i_1, dfxtp_1, o22a_1"
  syn_avg_cell_area_um2: 14.2
  yosys_warnings: 1
  netlist_instances: 225
  yosysCellCount: 225
  top_cell_area_share_pct: 60.2
  synthesis.area_um2: 3190
  synth_top_cell_by_area: "edfxtp_1"
worst_hold_path:
  min_path_type: "flip-flop to flip-flop"
clock_tree:
  postCtsSetupRepairBufs: 0
  clockBufferDepth: 2
  cts-buffers-inserted: 9
  cts_resized: 0
  path_clk_slew_ns: 0.08
  htreeDepth: 3
  postCtsHoldBufs: 0
  clkLatencyLatePin_ns: 0.35
  cts_tree: "built"
  cts_sinks: 72
  root_buffer: "clkbuf_8"
run:
  warnings: 25
  drv_cap: 0
final_layout:
  fin_area_um2: 3740
  area_growth_pct: 17.1
  drive_gt1_share_pct: 13.5
  final_cell_mix: "and2_1, edfxtp_1, mux2i_1"
placed_design:
  hpwl_mm: 4.35
  io_buffers: 21
  placed_cell_area_um2: 3520
  globalplace.congestion: 0.833
critical_path:
  cp.required_ns: 3.14
  worstSetupStartpointType: "primary input"
  slowest_delay_ns: 0.48
  path_max_fanout: 9
  cp_slowest_cell: "clkdlybuf4s50_1"
  cp-end-kind: "flip-flop"
  crit_arrival_ns: 2.16
  crit_path_cell_trace: "clkdlybuf4s50_1, or3b_4, nor2_2, or2_2"
  worstSetupPathType: "primary input to flip-flop"
run_status:
  status: "finished, final reports clean"
[stage by stage]
| step | utilization, % | total power [mW] | setup WS (ns) | std cells |
|---|---|---|---|---|
| after CTS | 48.4 | 2.10 | 0.979 | 362 |
| after global routing | 48.4 | 2.17 | 0.865 | 362 |
| after global placement | 45.5 | 1.33 | 0.653 | 346 |
| final | 48.4 | 2.09 | 0.981 | 362 |
| after floorplan | - | 1.25 | 1.28 | 225 |
| after detailed placement | 45.5 | 1.33 | 0.611 | 346 |
[synthesized netlist by cell type]
master / number
a21oi_1: 8
and2_1: 64
buf_1: 1
buf_4: 3
buf_6: 1
clkbuf_1: 3
dfxtp_1: 8
edfxtp_1: 64
mux2i_1: 32
nand2_1: 2
nand2b_1: 4
nand3b_1: 1
nor2_1: 3
nor2_2: 3
nor3_1: 1
nor3_4: 1
o22a_1: 16
or2_1: 1
or2_2: 8
or3b_4: 1
[logic make-up after synthesis]
group	synth area share, %
AND/OR/NAND/NOR	17.5
flip-flops	65.3
multiplexers	10.0
AND-OR/OR-AND	5.65
buffers and inverters	1.53
[sequential cells by signal, summed over array words and instances (netlist names)]
signal       count
o_read_data      8
mem             64
[worst paths after layout]
| path | slack, ns | start | to | cells past startpoint |
|---|---|---|---|---|
| setup / recovery | 0.98 | i_addr[2] | mem[1][2]$_SDFFCE_PN0P_ | 4 |
| hold / removal | 0.71 | mem[7][2]$_SDFFCE_PN0P_ | o_read_data[2]$_SDFF_PP0_ | 3 |
| setup reg to reg | 2.08 | mem[1][1]$_SDFFCE_PN0P_ | o_read_data[1]$_SDFF_PP0_ | 3 |
| hold reg to reg | 0.71 | mem[7][2]$_SDFFCE_PN0P_ | o_read_data[2]$_SDFF_PP0_ | 3 |
[routing by layer]
layer  global-route usage (%)  wire length [um]  vias to the layer above
met5                        0                 0                        -
met4                     3.44               150                        0
met3                     5.61               430                       12
met2                     25.0              2820                       58
met1                     29.6              3020                      822
li1                         -                 -                      881
[critical path, delay by kind of cell]
family / cells / cell delay [ns]
buffers and inverters: 1 / 0.48
AND/OR/NAND/NOR: 3 / 1.06
[layout make-up]
cell class / instances / area, um2
Sequential cell: 72 / 2080
Tap cell: 102 / 128
Multi-Input combinational cell: 145 / 1060
Clock inverter: 2 / 35.0
Timing Repair Buffer: 27 / 250
Fill cell: 660 / 3990
Clock buffer: 14 / 183
[power groups by stage]
stage | combinational (mW) | clock (mW) | sequential, mW
CTS | 0.177 | 0.792 | 1.13
global route | 0.191 | 0.836 | 1.14
finish | 0.174 | 0.782 | 1.13
Power figures rest on the tool's default switching activity, not on a simulated workload.
